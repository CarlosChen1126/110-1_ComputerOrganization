## design/flow/run.sh

```bash
#!/bin/bash
# OpenROAD 26Q1-2900-gdf79404cd8, Yosys 0.63+post, stock flow scripts
make -C /OpenROAD-flow-scripts/flow DESIGN_CONFIG=/design/flow/config.mk WORK_HOME=/design/flow/orfs finish
```

## design/flow/config.mk

```make
export PLATFORM = sky130hd
export DESIGN_NAME = ALU
export DESIGN_NICKNAME = ALU
export VERILOG_FILES = /design/flow/design.v
export SDC_FILE = /design/flow/constraint.sdc
export NUM_CORES = 4
export LEC_CHECK = 1
export CORE_UTILIZATION = 30
```

## design/flow/constraint.sdc

```tcl
current_design ALU

set clk_period 9.2
set clk_io_pct 0.2

create_clock -name clk0 -period $clk_period [get_ports {clk}]

set non_clock_inputs [all_inputs -no_clocks]
set_input_delay [expr $clk_period * $clk_io_pct] -clock clk0 $non_clock_inputs
set_output_delay [expr $clk_period * $clk_io_pct] -clock clk0 [all_outputs]
```

## design/flow/design.v

```verilog
module ALU(
    clk,
    rst_n,
    valid,
    ready,
    mode,
    in_A,
    in_B,
    out
);
    input         clk, rst_n;
    input         valid;
    input  [1:0]  mode;  
    output        ready;
    input  [31:0] in_A, in_B;
    output [63:0] out;
    parameter IDLE = 3'd0;
    parameter MUL  = 3'd1;
    parameter DIV  = 3'd2;
    parameter AND = 3'd3;
    parameter OR = 3'd4;
    parameter OUT  = 3'd5;
    reg  [ 2:0] state, state_nxt;
    reg  [ 4:0] counter, counter_nxt;
    reg  [63:0] shreg, shreg_nxt;
    reg  [31:0] alu_in, alu_in_nxt;
    reg  [32:0] alu_out;
    reg ready_reg;
    assign ready=ready_reg;
    assign out=shreg;
    always @(*) begin
        case(state)
            IDLE: begin
                ready_reg=0;
                if(valid)
                    if(mode==0)
                        state_nxt = MUL;
                    else if(mode==1)
                        state_nxt = DIV;
                    else if(mode==2)
                        state_nxt = AND;
                    else if(mode==3)
                        state_nxt = OR;
                    else
                        state_nxt = IDLE;
                else
                    state_nxt = IDLE;
            end
            MUL : begin
                if( counter < 31)
                    begin
                        state_nxt = MUL;
                        ready_reg=0;
                    end
                else
                    begin
                        state_nxt = OUT;
                        ready_reg=0;
                    end
            end
            DIV : begin
                if( counter < 31)
                    begin
                        state_nxt = DIV;
                        ready_reg=0;
                    end
                else
                    begin
                        state_nxt = OUT;
                        ready_reg=0;
                    end
            end  
            AND : begin
                state_nxt = OUT;
                ready_reg=0;
            end
            OR  : begin
                state_nxt = OUT;
                ready_reg=0;
            end
            OUT : begin
                state_nxt = IDLE;
                ready_reg=1;
            end
            default : begin
                state_nxt = IDLE;
                ready_reg=0;
            end
        endcase
    end
    always @(*) begin
        case(state)
            MUL: begin
                counter_nxt = counter + 1;
            end
            DIV: begin
                counter_nxt = counter + 1;
            end
            default: counter_nxt = 0;
        endcase 
    end
    always @(*) begin
        case(state)
            IDLE: begin
                if (valid) alu_in_nxt = in_B;
                else       alu_in_nxt = 0;
            end
            OUT : alu_in_nxt = 0;
            default: alu_in_nxt = alu_in;
        endcase
    end
    always @(*) begin
        case(state)
            MUL: begin
                alu_out = shreg[63:32]+ alu_in[31:0];
            end
            DIV : begin
                alu_out = shreg[62:31]- alu_in[31:0];
            end
            AND : begin
                alu_out = shreg[31:0] & alu_in[31:0];
            end
            OR : begin
                alu_out = shreg[31:0] | alu_in[31:0];
            end
            default:begin
                alu_out = 0;
            end
        endcase
    end
    always @(*) begin
        case(state)
            IDLE: begin
                shreg_nxt[63:32]=0;
                if (valid) shreg_nxt[31:0] = in_A;
                else       shreg_nxt[31:0] = 0;
            end
            MUL: begin
                if(shreg[0]==1) begin
                    shreg_nxt[63:31] = alu_out;
                    shreg_nxt[30:0] = shreg[31:1];
                end
                else begin
                    shreg_nxt = shreg >> 1;
                end
            end
            DIV : begin
                if(shreg[62:31] >= alu_in) begin 
                    shreg_nxt[63:32] = alu_out;
                    shreg_nxt[31:1] = shreg[30:0];
                    shreg_nxt[0]=1; 
                end
                else begin
                    shreg_nxt = shreg << 1;
                end
            end
            AND: begin
                shreg_nxt[63:32]=0;
                shreg_nxt[31:0]=alu_out[31:0];
            end
            OR: begin
                shreg_nxt[63:32]=0;
                shreg_nxt[31:0]=alu_out[31:0];
            end
            default: begin
                shreg_nxt = 0;
            end
        endcase
    end
    always @(posedge clk or negedge rst_n) begin
        if (!rst_n) begin
            state <= IDLE;
            alu_in <= 0;
            counter <= 0;
            shreg <= 0;
        end
        else begin
            state <= state_nxt;
            alu_in <= alu_in_nxt;
            counter <= counter_nxt;
            shreg <= shreg_nxt;
        end
    end
endmodule
```

==> run_results.csv <==
group,metric,value,unit
cells_and_area,drive_gt1_share,4.39,%
grt,grt_pass1_wl,59300,um
setup_path,cp-start-kind,"flop",
cts,clk_transition_reported_paths,0.09,ns
cts,post_cts_buffers,0,
setup_path,critPathTopFamily,"simple AND/OR/NAND/NOR gates",
setup_path,path_buffers,2,
cells_and_area,fin_area,11400,sq um
cts,worstSkewPairLatency,0.38,ns
synthesis,ys_seq_share,28.4,%
synthesis,synth_area,9430,sq um
synthesis,yosysTopAreaCell,"dfrtp_1",
placed_design,placed_cells,1634,
synthesis,synthArstFlopShare,100,%
cells_and_area,syn_to_final_growth,20.6,%
drt,wire_per_inst,23.6,um
setup_path,path_cells,"inv_1 > ha_1 > and3_1 > nand4_1 > nor3_1 > nand3_1 > o211a_1 > inv_1 > nor2_2 > o21ai_0 > a221o_1",
drt,vias,9925,
sta,tightest_slew,1.04,ns
synthesis,synth_top_area_share,28.1,%
die,die-area,32100,sq um
drt,vias_per_cell,6.02,
cts,cts_buffers,9,
synthesis,ys_area,9430,sq um
grt,grt_pass1_vias,9524,
grt,antenna_found_initial,0,
sta,fin_crit_sh,44.8,%
grt,overflow,0,
die,coreArea,30700,sq um
placed_design,portBuffers,133,
synthesis,yosys_cells,1168,
die,die_x,179,um
placed_design,place_congestion,0.997,
sta,maxSlewHeadroom,30.7,%
drt,diodes,0,
sta,hold_viol,0,
die,io_pins,134,
outcome,status,"finished, final reports clean",
setup_path,max_stage_delay,0.92,ns
run,warnings,29,
placed_design,place_hpwl,29000,um
grt,track_usage,25.2,%
setup_path,worstPathMaxFanout,17,
synthesis,yosys.cell_count.top_type,"nand2_1",
setup_path,required,9.46,ns
synthesis,synth_warnings,1,
cts,ctsResizeCount,0,
drt,postRouteAntennaNets,0,
sta,finalClockSkew,0.0129,ns
synthesis,synthFlopType,"dfrtp_1",
setup_path,worst_path_most_repeated_cell,"inv_1",
power_and_ir_drop,powerDensity,83.4,nW/um^2
sta,drv_slew,0,
cts,root_buffer,"clkbuf_16",
die,dieHeight,179,um
setup_path,cp-end-kind,"flop",
cells_and_area,stdcell_count,1650,
cts,clock-sinks,107,
power_and_ir_drop,p_leak,4.95,nW
drt,wirelength,39000,um
synthesis,yosys-top-cells-area,"dfrtp_1 (28%), ha_1 (9.3%), a21oi_1 (6.1%)",
synthesis,yosys-top-cells-count,"nand2_1 (124), a21oi_1 (114), dfrtp_1 (106), o21ai_0 (96), ha_1 (70)",
die,initCoreUtil,30.7,%
worst_hold_path,worstHoldPathType,"reg2reg",
sta,setup_viol,0,
die,fp-row-count,64,
cts,htree_levels,3,
cts,cts_tree,"built",
cells_and_area,logic_area,6210,sq um
run,drv_cap,0,
cells_and_area,n_fill_cell,3172,
drt,drc,0,
power_and_ir_drop,ir_drop,0.0000808,V
drt,drtIter0Drc,1198,
setup_path,crit_arrival,4.38,ns
synthesis,ys_ff,107,
cells_and_area,regArea,2680,sq um
sta,rsz0062_at_grt,"false",
grt,grt_max_degree,57,
setup_path,slowest_stage,"nor2_2",
drt,firstDrtPassIters,25,
synthesis,syn_area_per_cell,8.07,sq um
sta,setup_tns,0,ns
cts,ctsHoldBuffers,0,
placed_design,dpl-instance-area,11000,sq um
synthesis,ys_types,81,
setup_path,critPathKind,"reg2reg",
synthesis,syn_inst,1168,
synthesis,edf_count,0,
sta,fin_crit,4.12,ns
cts,cts_buffer_depth,2,
sta,fmax,243,MHz
worst register-to-register path: stages, from the launching register on:
cell and delay, ns:
dfrtp_1 0.50, inv_1 0.07, ha_1 0.42, and3_1 0.28, nand4_1 0.15, nor3_1 0.10, nand3_1 0.09, o211a_1 0.50
inv_1 0.44, nor2_2 0.92, o21ai_0 0.22, a221o_1 0.32
registers in the layout, summed over array words and instances (netlist names):
name / cells
counter: 5
state: 6
alu_in: 32
shreg: 64
logic make-up after synthesis:
group | share of synthesized area [%]
AND-OR/OR-AND | 33.8
XOR/XNOR | 4.83
adder cells (fa/ha/maj) | 9.71
buffers and inverters | 5.81
flip-flops | 28.4
multiplexers | 0.969
AND/OR/NAND/NOR | 16.5
final cells by class:
cell class / count / area share [%]
sequential: 107 / 23.6
inverter: 55 / 1.82
clock inverter: 7 / 0.836
clock buffer: 9 / 1.98
timing repair buffer: 150 / 12.8
multi-input combinational: 926 / 54.6
tap: 396 / 4.36
layer usage:
| layer | part of all wire, % | global-route usage (%) | up-vias |
|---|---|---|---|
| met4 | 2.7 | 6.20 | 0 |
| met1 | 47 | 39.6 | 4768 |
| met3 | 9.1 | 5.53 | 47 |
| met5 | 0 | 0 | - |
| met2 | 41 | 35.2 | 509 |
| li1 | - | - | 4601 |
worst paths after layout:
| path | cells past startpoint | slack [ns] | from | endpoint |
|---|---|---|---|---|
| max in group asynchronous | 2 | 6.44 | rst_n | alu_in[28]$_DFFE_PN0P_ |
| min in group asynchronous | 1 | 1.52 | rst_n | counter[3]$_DFF_PN0_ |
| worst min register to register | 1 | 0.49 | counter[0]$_DFF_PN0_ | counter[0]$_DFF_PN0_ |
| worst max register to register | 11 | 5.08 | alu_in[25]$_DFFE_PN0P_ | shreg[48]$_DFF_PN0_ |
| worst max-delay path | 11 | 5.08 | alu_in[25]$_DFFE_PN0P_ | shreg[48]$_DFF_PN0_ |
| worst min-delay path | 1 | 0.49 | counter[0]$_DFF_PN0_ | counter[0]$_DFF_PN0_ |
report_power, final:
| part | switching (mW) | total, mW | internal, mW |
|---|---|---|---|
| registers | 0 | 0.470 | 0.470 |
| logic | 0.0168 | 0.0428 | 0.0260 |
| clock network | 0.216 | 0.436 | 0.220 |
| total | 0.233 | 0.949 | 0.716 |
metrics by stage:
stage | total power [mW] | hold WS (ns) | setup slack, ns | util (%)
5_1_grt | 0.980 | 0.527 | 4.93 | 37.0
4_1_cts | 0.957 | 0.492 | 5.19 | 37.0
6_report | 0.949 | 0.494 | 5.08 | 37.0
3_3_place_gp | 0.523 | 0.477 | 5.15 | 35.9
3_5_place_dp | 0.523 | 0.478 | 5.20 | 35.9
2_1_floorplan | 0.481 | 0.452 | 6.14 | -
placed cells by master, fill, tap and decap left out, types with 17 or more instances in the layout:
cell,synthesis,layout
a222oi_1,31,31
dfrtp_1,106,105
clkdlybuf4s50_1,0,132
xnor2_1,31,31
nand2_1,124,124
inv_1,55,55
a22o_1,37,37
o211ai_1,23,23
a21oi_1,114,114
o21ai_0,96,96
buf_4,0,18
nor3_1,21,21
a21o_1,17,17
nor2_1,63,60
ha_1,70,70
xor2_1,21,21
nand3_1,58,58
Power and IR drop assume default switching activity.
